### design/flow/design.v
`timescale 1ns / 1ps
module pipe_decode_execute
   #(parameter DATAPATH_WIDTH = 64,
	  parameter REGFILE_ADDR_WIDTH = 5,
	  parameter INST_ADDR_WIDTH = 9,
	  parameter THREAD_BITS = 2)
	(input [INST_ADDR_WIDTH-1:0] pc_in,
    input [DATAPATH_WIDTH-1:0] R1_data_in,
    input [DATAPATH_WIDTH-1:0] R2_data_in,
	 input [DATAPATH_WIDTH-1:0] store_data_in,
	 input [REGFILE_ADDR_WIDTH-1:0] WR_addr_in,
	 input [3:0] alu_ctrl_in,
	 input [4:0] alu_shift_value_in,
	 input WR_en_in,
	 input mem_reg_sel_in,
	 input beq_in,
	 input bneq_in,
	 input mem_write_in,
	 input [INST_ADDR_WIDTH-1:0]	branch_offset_in,
	 input [THREAD_BITS-1:0] thread_id_in,
    input clk,
    input en,
	 input reset,
    output reg [INST_ADDR_WIDTH-1:0] pc_out,
    output reg [DATAPATH_WIDTH-1:0] R1_data_out,
    output reg [DATAPATH_WIDTH-1:0] R2_data_out,
	 output reg [DATAPATH_WIDTH-1:0] store_data_out,
	 output reg [REGFILE_ADDR_WIDTH-1:0] WR_addr_out,
	 output reg [3:0] alu_ctrl_out,
	 output reg [4:0] alu_shift_value_out,
	 output reg beq_out,
	 output reg bneq_out,
	 output reg mem_write_out,
	 output reg WR_en_out,
	 output reg mem_reg_sel_out,
	 output reg [INST_ADDR_WIDTH-1:0]	branch_offset_out,
	 output reg [THREAD_BITS-1:0]	thread_id_out
	 );	
always @ (posedge clk) 
  begin
	 if (reset) begin
		pc_out <= 'd0;
		R1_data_out 		<= 'd0;
		R2_data_out 		<= 'd0;
		WR_addr_out 		<= 'd0;
		WR_en_out			<= 'd0;
		alu_ctrl_out		<= 'd0;
		mem_reg_sel_out 	<= 'd0;
		beq_out				<= 'd0;
		bneq_out				<= 'd0;
		mem_write_out 		<= 'd0;
		branch_offset_out	<= 'd0;
		store_data_out <= 'd0;
		alu_shift_value_out <= 'd0;
		thread_id_out <= 'd0;
	 end
	 else if (en) begin
		pc_out <= pc_in;
		R1_data_out 		<= R1_data_in;
		R2_data_out 		<= R2_data_in;
		WR_addr_out 		<= WR_addr_in;
		WR_en_out			<= WR_en_in;
		alu_ctrl_out		<= alu_ctrl_in;
		mem_reg_sel_out 	<= mem_reg_sel_in;
		beq_out				<= beq_in;
		bneq_out				<= bneq_in;
		mem_write_out		<= mem_write_in;
		branch_offset_out	<= branch_offset_in;
		store_data_out	<= store_data_in;
		alu_shift_value_out <= alu_shift_value_in;
		thread_id_out <= thread_id_in;
	 end
	end
endmodule
### design/flow/run.sh
#!/bin/bash
# OpenROAD 26Q1-2900-gdf79404cd8, Yosys 0.63+post, stock flow scripts
make -C /OpenROAD-flow-scripts/flow DESIGN_CONFIG=/design/flow/config.mk WORK_HOME=/design/flow/orfs finish
### design/flow/config.mk
export PLATFORM = sky130hd
export DESIGN_NAME = pipe_decode_execute
export DESIGN_NICKNAME = pipe_decode_execute
export VERILOG_FILES = /design/flow/design.v
export SDC_FILE = /design/flow/constraint.sdc
export NUM_CORES = 4
export LEC_CHECK = 1
export CORE_AREA = 10 10 227 227
export DIE_AREA = 0 0 237 237
### design/flow/constraint.sdc
current_design pipe_decode_execute

set clk_period 1.0
set clk_io_pct 0.2

create_clock -name clk0 -period $clk_period [get_ports {clk}]

set non_clock_inputs [all_inputs -no_clocks]
set_input_delay [expr $clk_period * $clk_io_pct] -clock clk0 $non_clock_inputs
set_output_delay [expr $clk_period * $clk_io_pct] -clock clk0 [all_outputs]
==> qor.yml <==
outcome:
  status: "finished, violations left"
  violations: "negative setup slack"
floorplan:
  die_x_um: 237
  dieHeight_um: 237
  row_count: 79
  die-area_mm2: 0.05617
  coreArea_mm2: 0.04656
  io_pins: 465
  fp_util_pct: 17.80
worst_hold_path:
  holdCritPathClass: "input port to register"
global_route:
  antenna_found_initial: 1
  grt_pass1_vias: 7261
  grt_max_degree: 34
  grt_use_total_pct: 10.37
  met1_usage_pct: 13.01
  grtUsageMet2_pct: 16.47
  grt_overflow: 0
  top_usage_layer: "met2"
  use_met3_pct: 4.701
  grt_first_pass_wirelength_mm: 45.42
timing:
  rsz0062_at_grt: "yes"
  worst_clock_skew_ns: 0
  finalCritPeriodShare_pct: 124.4
  slew_violations: 0
  setup_slack_ns: -0.2442
  worst_slew_margin_rel_pct: 73.57
  hold_viol_final: 0
  setup_viol: 231
  setup_tns_ns: -36.31
  clock.fmax_ghz: 0.8037
  whs_ns: 0.1192
  min_period_ns: 1.244
  worstMarginPinSlew_ns: 0.3964
route:
  avgRoutedWirePerCell_um: 16.40
  wl_mm: 30.69
  ant_nets: 0
  antenna_cells: 0
  initialDrtViolationCount: 164
  via_per_inst: 3.725
  drt-pass1-iter-count: 5
  dr_total_vias: 6970
  drc_errors: 0
pwr:
  p_per_area_mw_per_mm2: 1650
  p_leak_nw: 6.699
  ir_drop_uv: 1085
critical_path:
  crit_chain: "buf_6"
  crit_arrival_ns: 1.04
  crit_fanout: 2
  critPathRequiredTime_ns: 0.80
  path_class: "register to primary output"
  cp-end-kind: "primary output"
  startpoint_type: "register"
  critPathBufInv: 1
  critPathMaxStageDelay_ns: 0.40
  slowest_stage: "dfxtp_4"
  crit_family: "flip-flops"
yosys:
  yosysCellCount: 745
  synth.distinct_cells: 8
  numSynthFlops: 231
  synth.cell_area_mm2: 0.008289
  ys_seq_share_pct: 55.79
  avgSynthCellArea_um2: 11.13
  ys_warn_count: 1
  postSynthCellCount: 745
  ys_area_mm2: 0.008289
flow_run:
  warning_count: 27
  maxCapViolations: 0
clock_network:
  insertion_delay_ns: 0.53
  clk_pin_slew_ns: 0.06
  h-tree-depth: 1
  clockRootBuffer: "clkbuf_16"
  cts_tree: "built"
  numCtsBuffers: 27
  cts_num_sinks: 231
  cts_buffer_depth: 3
placed_design:
  place_hpwl_mm: 23.87
  postPlaceCellArea_mm2: 0.01383
  dpl_worst_slack_ns: -0.2521
  numPortBuffers: 464
  gp_congestion: 0.7947
layout:
  final_cell_area_mm2: 0.01412
  lay_top_cells: "mux2i_1, nor2_1, clkdlybuf4s50_1"
  area_growth_pct: 70.34
  drive_gt1_share_pct: 44.46
  fillers: 4768
## routing by layer
layer,share of wire (%),routed length (um)
met1,41,12630
met2,45,13920
met3,12,3607
met4,1.7,537
met5,0,0
## state kept, by name (all words and copies together), names as in the netlist
register and cells:
mem_write_out 1, alu_ctrl_out 4, R1_data_out 64, alu_shift_value_out 5, pc_out 9, WR_addr_out 5
thread_id_out 2, branch_offset_out 9, bneq_out 1, WR_en_out 1, beq_out 1, mem_reg_sel_out 1
store_data_out 64, R2_data_out 64
## synth_stat cells
master	n	area, um2
clkbuf_1	6	22.52
buf_8	19	285.3
buf_12	2	40.04
buf_4	5	37.54
mux2i_1	231	2312
nor2_1	231	867.1
buf_2	20	100.1
dfxtp_1	231	4624
## power breakdown
part	leakage, nW	switching, mW	internal, mW	total, mW
Sequential	1.99	0.281	9.87	10.1
Combinational	4.27	1.08	1.99	3.06
Clock	0.443	3.86	6.23	10.1
## worst paths after layout
path,startpoint,endpoint,slack (ns),cells past startpoint
hold reg to reg,bneq_out,bneq_out,0.48,2
setup / recovery,store_data_out[30],store_data_out[30],-0.24,1
hold / removal,en,R2_data_out[62],0.12,4
setup reg to reg,store_data_out[29],store_data_out[29],0.17,4
## logic make-up (layout without fill, tap and decap cells)
group                  Yosys count  after routing  synth area share [%]
buffers and inverters           52            571                 5.857
DFF                            231            231                 55.79
muxes                          231            231                 27.89
and+or+nand+nor                231            231                 10.46
## area by class of cell
cell class                 instances  area (um2)  share of cell area [%]
clock buffer                      42       802.0                   5.680
clock inverter                     6       107.6                  0.7621
sequential                       231        4918                   34.83
timing repair buffer             523        4353                   30.83
tap                              607       759.5                   5.379
multi-input combinational        462        3179                   22.52
## per-stage QoR
step | std cells | total power, mW | utilization, %
after floorplan | 745 | 11.28 | -
after global placement | 1819 | 13.75 | 29.70
after detailed placement | 1819 | 13.77 | 29.70
after CTS | 1870 | 23.77 | 30.14
after global routing | 1871 | 24.41 | 30.33
final | 1871 | 23.30 | 30.33
## what timing repair did
action	in CTS	in global routing
buffers inserted	2	1
resized	1013	13
hold buffers	1	0
endpoints found under the setup margin	231	231
hold endpoints to repair	1	0
No activity file was given, so power comes from the tool's default toggle rates.
