--- ./config.mk ---
export PLATFORM = sky130hd
export DESIGN_NAME = outfifo_arbiter
export DESIGN_NICKNAME = outfifo_arbiter
export VERILOG_FILES = /design/flow/design.v
export SDC_FILE = /design/flow/constraint.sdc
export NUM_CORES = 4
export LEC_CHECK = 1
export CORE_AREA = 10 10 154 154
export DIE_AREA = 0 0 164 164
--- ./constraint.sdc ---
current_design outfifo_arbiter

set clk_period 13.2
set clk_io_pct 0.2

create_clock -name clk0 -period $clk_period [get_ports {clk}]

set non_clock_inputs [all_inputs -no_clocks]
set_input_delay [expr $clk_period * $clk_io_pct] -clock clk0 $non_clock_inputs
set_output_delay [expr $clk_period * $clk_io_pct] -clock clk0 [all_outputs]
--- ./design.v ---
`timescale 1ns / 1ps
module outfifo_arbiter # (
	parameter			NUM_THREADS = 4,
	parameter			DATAPATH_WIDTH = 64,
	parameter			CTRL_WIDTH = 8,
	parameter			THREAD_BITS = 2
)(
    input clk,
    input reset,
    input [NUM_THREADS-1:0] thread_done,
    input [NUM_THREADS*DATAPATH_WIDTH-1:0] 	df_out_data_in,
    input [NUM_THREADS*CTRL_WIDTH-1:0] 	df_out_ctrl_in,
    input [NUM_THREADS-1:0]		df_out_wr_in,
    input [NUM_THREADS-1:0]		df_out_wr_early_in,
	input out_rdy,
    output reg [DATAPATH_WIDTH-1:0] out_data_out,
    output reg [CTRL_WIDTH-1:0] out_ctrl_out,
    output reg out_wr_out,
	output reg [NUM_THREADS-1:0]  fifo_read_done,
	output reg [NUM_THREADS-1:0]	fifo_start_read_next
    );
	parameter		ZERO 		= 0;
	parameter		ONE 		= 1;
	parameter		TWO 		= 2;
	parameter		THREE 		= 3;
	parameter 		RESET		= 6;
	reg [1:0] delay_counter;
	reg delayed_enough;
	reg [THREAD_BITS:0] state, state_next;
	reg [NUM_THREADS-1:0]	fifo_start_read;
	reg [NUM_THREADS-1:0]	fifo_rdy;
	reg [NUM_THREADS-1:0]	fifo_rdy_reset;
	reg [NUM_THREADS-1:0]	fifo_read_done_next;
	reg delay_reset_next, delay_reset;
	reg out_rdy_delayed;
	wire out_rdy_d;
	assign out_rdy_d = out_rdy_delayed || out_rdy;
	always @(*) begin
		fifo_start_read_next = fifo_start_read;
		fifo_read_done_next = fifo_read_done;
		delay_reset_next = delay_reset;
		state_next = state;
		case(state)
			RESET: begin
				delay_reset_next = 0;
				fifo_read_done_next[0] = 0;
				out_data_out = df_out_data_in[63:0];
				out_ctrl_out = df_out_ctrl_in[7:0];
				out_wr_out	= df_out_wr_in[0];
				if (fifo_rdy[0]) begin
					state_next = ZERO;
					fifo_start_read_next[0] = 1;
					fifo_rdy_reset[0] = 1;
					delay_reset_next = 1;
				end
			end
			ZERO: begin
				fifo_start_read_next[1] = 0;
				fifo_rdy_reset[1] = 0;
				fifo_read_done_next[0] = 0;  
				delay_reset_next = 0;
				delay_reset_next = 0;
				fifo_read_done_next[3] = 0;
				fifo_start_read_next[0] = 0;
				fifo_rdy_reset[0] = 0;
				out_data_out = df_out_data_in[63:0];
				out_ctrl_out = df_out_ctrl_in[7:0];
				out_wr_out	= df_out_wr_in[0];
				if (delayed_enough) begin
					if (fifo_rdy[1] && ~df_out_wr_early_in[0] && out_rdy_d) begin
						state_next = ONE;
						fifo_start_read_next[1] = 1;
						fifo_rdy_reset[1] = 1;
						fifo_read_done_next[0] = 1;  
						delay_reset_next = 1;
					end
				end
			end
			ONE: begin
				fifo_start_read_next[2] = 0;
				fifo_rdy_reset[2] = 0;
				fifo_read_done_next[1] = 0;  
				delay_reset_next = 0;
				delay_reset_next = 0;
				fifo_read_done_next[0] = 0;
				fifo_start_read_next[1] = 0;
				fifo_rdy_reset[1] = 0;
				out_data_out = df_out_data_in[127:64];
				out_ctrl_out = df_out_ctrl_in[15:8];
				out_wr_out	= df_out_wr_in[1];
				if (delayed_enough) begin
					if (fifo_rdy[2] && ~df_out_wr_early_in[1] && out_rdy_d) begin
						state_next = TWO;
						fifo_start_read_next[2] = 1;
						fifo_rdy_reset[2] = 1;
						fifo_read_done_next[1] = 1;
						delay_reset_next = 1;
					end
				end
			end
			TWO: begin
				fifo_start_read_next[3] = 0;
				fifo_rdy_reset[3] = 0;
				fifo_read_done_next[2] = 0;  
				delay_reset_next = 0;
				delay_reset_next = 0;
				fifo_read_done_next[1] = 0;
				fifo_start_read_next[2] = 0;
				fifo_rdy_reset[2] = 0;
				out_data_out = df_out_data_in[191:128];
				out_ctrl_out = df_out_ctrl_in[23:16];
				out_wr_out	= df_out_wr_in[2];
				if (delayed_enough) begin
					if (fifo_rdy[3] && ~df_out_wr_early_in[2] && out_rdy_d) begin
						state_next = THREE;
						fifo_start_read_next[3] = 1;
						fifo_rdy_reset[3] = 1;
						fifo_read_done_next[2] = 1;
						delay_reset_next = 1;
					end
				end
			end
			THREE: begin
				fifo_start_read_next[0] = 0;
				fifo_rdy_reset[0] = 0;
				fifo_read_done_next[3] = 0;  
				delay_reset_next = 0;
				delay_reset_next = 0;
				fifo_read_done_next[2] = 0;
				fifo_start_read_next[3] = 0;
				fifo_rdy_reset[3] = 0;
				out_data_out = df_out_data_in[255:192];
				out_ctrl_out = df_out_ctrl_in[31:24];
				out_wr_out	= df_out_wr_in[3];
				if (delayed_enough) begin
					if (fifo_rdy[0] && ~df_out_wr_early_in[3] && out_rdy_d) begin
						state_next = ZERO;
						fifo_start_read_next[0] = 1;
						fifo_rdy_reset[0] = 1;
						fifo_read_done_next[3] = 1;
						delay_reset_next = 1;
					end
				end
			end
			default: begin
				out_data_out = df_out_data_in[63:0];
				out_ctrl_out = df_out_ctrl_in[7:0];
				out_wr_out	= df_out_wr_in[0];
				fifo_rdy_reset = 0;
			end
		endcase
	end  
	always @(posedge clk) begin
		if (reset) begin
			state <= RESET;
			fifo_start_read <=0;
			fifo_read_done <= 0;
		end 
		else begin 
			fifo_start_read <= fifo_start_read_next;
			fifo_read_done <= fifo_read_done_next;
			state <= state_next;
		end  
	end  
	genvar i;
	generate
	for (i=0; i< NUM_THREADS; i=i+1) begin : sequential
	always @(posedge clk) begin
	if (reset) begin
		fifo_rdy[i] <= 0;
	end
	else begin
		if (fifo_rdy_reset[i]) begin
				fifo_rdy[i] <= 0;
			end  
		else begin
			if (thread_done[i]) begin
				fifo_rdy[i] <= 1;
			end  
		end  
		end  
	end  
	end 
	endgenerate 
	always @(posedge clk) begin
	if (reset) begin
		delay_counter <= 0;
		out_rdy_delayed <= 0;
	end else begin
		out_rdy_delayed <= out_rdy;
		delay_reset <= delay_reset_next;
			if (delay_reset_next) begin
				delay_counter 	<= 0;
				delayed_enough <= 0;
			end else begin
				if (delay_counter >= 2) begin
					delayed_enough <= 1;
				end else begin
					delay_counter <= delay_counter + 1;
					delayed_enough <= 0;
				end  
			end  
		end  
	end  
endmodule
--- ./run.sh ---
#!/bin/bash
# OpenROAD 26Q1-2900-gdf79404cd8, Yosys 0.63+post, stock flow scripts
make -C /OpenROAD-flow-scripts/flow DESIGN_CONFIG=/design/flow/config.mk WORK_HOME=/design/flow/orfs finish
==> changes_impl.md <==
## Flow update

* Clock slew at reported path FFs at 0.06 ns
* Maximum operating frequency at 0.142 GHz
* DRT antenna net count at 0
* Pre-placement core utilization at 12.6%
* Number of antenna violations at the first check in global routing at 0
* Cell area after synthesis at between 2000 and 3000 sq um
* Post-place setup slack at 6.15 ns
* Number of warnings in the stage logs at 25
* Number of buffers added for setup after CTS at 0
* Static leakage at 2.33 nW
* Final critical path time including I/O delays and setup at roughly 7 ns
* Placeable core region at approximately 20000 sq um
* Worst Skew at 0.00356 ns
* Largest net degree at the start of global routing at between 70 and 80
* Endpoint class of the critical path: primary output
* Deepest level of the CTS H-tree at 1
* DRC Markers at 0
* Worst Path Required at 10.56 ns
* Num rows at ~52
* Final slew viol count at 0
* First-pass GRT wire length at between 20 and 30 mm
* Setup violators final at 0
* Routed wire length at 20.1 mm
* Average routed wire per standard cell at 20.3 um
* Count of endpoints without a timing constraint at 4
* Registers, synthesis at 26
* Number of instances in the synthesized netlist at 370
* Ys flop type: sky130_fd_sc_hd__dfxtp_1
* Share of flip-flops with an asynchronous set or reset at 0%
* Highest net fanout along the worst path at 10
* Sum of net half-perimeters after detailed placement at 16.9 mm
* Iter 0 DRT Violations at 506
* Global placement routability congestion at slightly above 0.9
* Root Buffer Master: sky130_fd_sc_hd__clkbuf_16
* Number of antenna diodes at 0
* Cell count in the Yosys report at 370
* Number of cells traversed by the worst hold path at 2
* Cts repair resizes at 0
* Clock tree from TritonCTS: done
* Relative area change from synthesis to final layout at 160%
* Crit path kind: primary input to primary output
* Run status: finished, final reports clean
* Via count of the first global-routing pass at 4501
* GR Util All Layers at 13.3%
* Number of buffers between clock root and the deepest sink at 2
* Data arrival time of the critical path at 4.42 ns
* Via/cell ratio at ~4.5
* Number of enable-type register cells in the synthesized netlist at 2
* Detailed-router iteration count before antenna repair at 7
* Max-cap check violation count at 0
* Count of unclocked register or latch pins at 4
* I/O pin count at 384
* Via count at 4462
* Area reported by Yosys stat at 2570 sq um
* Die area at 26900 sq um
* Post-Synthesis Mean Instance Area at slightly below 7 sq um
* Share of layout cells above drive strength 1 at 3.20%
* Total gr overflow at 0
* IO Port Bufs at 383
* Total clock buffers created by CTS at 3
* Floorplan die width at 164 um
* Min-delay worst type: flop to flop
* Post-layout worst setup margin at around 6.1 ns
* Final Hold Vio Count at 0
* Critical Path Start Type: primary input
* Die Span Y at roughly 160 um
* Worst hold slack at 0.484 ns
* Warnings from Yosys at 1
* Share of the clock period used by the worst path at 53.5%
* Setup TNS at 0 ns
* Number of hold buffers added after cts at 0
* Ratio of total power to cell area at 42.8 nW/um^2
* Relative slew margins at 51.3%
* IR drop worst, VDD at 0.0327 mV
* Slew of the pin with the lowest slew margin at between 0.7 and 0.8 ns
* Setup repair after global routing missed its margin: false
* Post-synth cell types at 36
* Depth of the worst register-to-register path at 5
* Insertion delay of the later-clocked pin in the worst-skew pair at 0.25 ns
-- cells by family (layout without fill, tap and decap cells) --
| logic type | after synthesis | in the layout | synth area share (%) |
|---|---|---|---|
| buf+inv | 54 | 402 | 9.16 |
| simple gates | 126 | 126 | 21.7 |
| xor+xnor | 1 | 1 | 0.341 |
| latches | 4 | 4 | 2.34 |
| compound gates | 162 | 162 | 48.1 |
| fa+ha+maj | 1 | 1 | 0.487 |
| flops | 22 | 22 | 17.9 |
-- layout make-up --
type | count | area [sq um]
tap | 270 | 338
timing repair buffer | 390 | 3890
fill | 2143 | 13600
multi-input combinational | 290 | 1820
sequential | 26 | 527
clock buffer | 4 | 78.8
inverter | 8 | 30.0
-- Yosys cell counts (2+ instances only) --
cell type	n	area [sq um]
sky130_fd_sc_hd__nor2_1	89	334
sky130_fd_sc_hd__a222oi_1	73	731
sky130_fd_sc_hd__dlxtn_1	4	60.1
sky130_fd_sc_hd__or3_1	2	12.5
sky130_fd_sc_hd__nor3_1	6	30.0
sky130_fd_sc_hd__nand2_1	9	33.8
sky130_fd_sc_hd__nor3_2	3	30.0
sky130_fd_sc_hd__and2_1	3	18.8
sky130_fd_sc_hd__nor2b_1	4	25.0
sky130_fd_sc_hd__a21oi_1	82	410
sky130_fd_sc_hd__inv_1	7	26.3
sky130_fd_sc_hd__dfxtp_1	20	400
sky130_fd_sc_hd__buf_2	20	100
sky130_fd_sc_hd__clkbuf_1	24	90.1
sky130_fd_sc_hd__edfxtp_1	2	60.1
sky130_fd_sc_hd__and3_1	2	12.5
-- routing by layer --
layer | part of all wire [%] | routed length (um) | vias up | GRT usage [%]
met5 | 0 | 0 | - | 0
met4 | 0.45 | 90 | 0 | 0.569
met3 | 13 | 2520 | 6 | 5.31
met2 | 51 | 10200 | 271 | 23.6
met1 | 36 | 7260 | 2015 | 15.7
li1 | - | - | 2170 | -
-- cells in the final DEF (no fill, tap or decap), drive strengths merged, types with 3 or more instances in the layout --
master         instances
inv                    8
dfxtp                 20
a222oi                73
clkbuf                 4
and2                   3
nand2                  9
nor2b                  4
nor3                   9
dlxtn                  4
nor2                  90
clkdlybuf4s50        383
buf                    7
a21oi                 82
-- metrics by stage --
stage	total power, mW	cells	utilization, %	area (sq um)
finish	0.286	988	32.9	6680
global placement	0.223	984	32.5	6600
global route	0.303	988	32.9	6680
CTS	0.289	988	32.9	6680
floorplan	0.103	370	-	2570
detailed placement	0.224	984	32.5	6600
-- flip-flops by register name, summed over array words and instances, names as in the netlist --
| name | flops |
|---|---|
| delay_counter | 2 |
| delay_reset | 1 |
| delayed_enough | 1 |
| fifo_rdy | 4 |
| fifo_rdy_reset | 4 |
| fifo_read_done | 4 |
| fifo_start_read | 4 |
| out_rdy_delayed | 1 |
| state | 5 |
-- worst paths after layout --
check | end | slack (ns) | start
worst max-delay path | fifo_start_read_next[2] | 6.14 | out_rdy
worst min-delay path | fifo_rdy[1] | 0.48 | fifo_rdy[1]
worst max register to register | delayed_enough | 10.98 | state[3]
worst min register to register | fifo_rdy[1] | 0.48 | fifo_rdy[1]
-- critical path, stage by stage --
cell	delay [ns]
sky130_fd_sc_hd__clkdlybuf4s50_1	0.48
sky130_fd_sc_hd__o21a_1	0.38
sky130_fd_sc_hd__nand3_1	0.25
sky130_fd_sc_hd__nand2_1	0.17
sky130_fd_sc_hd__clkdlybuf4s50_1	0.50
-- power by group --
group | internal [mW] | switching [mW] | total (mW)
Sequential | 0.0726 | 0.00241 | 0.0750
Combinational | 0.110 | 0.0366 | 0.147
Clock | 0.0412 | 0.0233 | 0.0644
Total | 0.224 | 0.0623 | 0.286
Power figures rest on the tool's default switching activity, not on a simulated workload.
