$ cat ./config.mk
export PLATFORM = sky130hd
export DESIGN_NAME = alu
export DESIGN_NICKNAME = alu
export VERILOG_FILES = /design/flow/design.v
export SDC_FILE = /design/flow/constraint.sdc
export NUM_CORES = 4
export LEC_CHECK = 1
export CORE_UTILIZATION = 30
$ cat ./constraint.sdc
current_design alu

set clk_period 29.2
set clk_io_pct 0.2

create_clock -name clk0 -period $clk_period

set non_clock_inputs [all_inputs -no_clocks]
set_input_delay [expr $clk_period * $clk_io_pct] -clock clk0 $non_clock_inputs
set_output_delay [expr $clk_period * $clk_io_pct] -clock clk0 [all_outputs]
$ cat ./design.v
`timescale 1ns / 1ps
module alu # (
		parameter	DATAPATH_WIDTH = 64
		) (
    input [DATAPATH_WIDTH-1:0] a_in,
    input [DATAPATH_WIDTH-1:0] b_in,
    input [3:0] alu_ctrl_in,
    output reg [DATAPATH_WIDTH-1:0] accum_out,
	 output zero_out
    );
assign zero_out = (accum_out == 'd0) ? 1 : 0;
always @(*) begin
	case (alu_ctrl_in)
	'd0:accum_out		= 'hdeafdeafdeafdeaf;
	'd1:accum_out 		= a_in + b_in;  
	'd2:accum_out 		= a_in - b_in;  
	'd3:accum_out		= a_in & b_in;  
	'd4:accum_out		= a_in | b_in;  
	'd5:accum_out		= ~a_in;			 
	'd6:accum_out		= a_in ^ b_in;	 
	'd7:accum_out		= (a_in < b_in);
	'd8:accum_out		= {a_in[DATAPATH_WIDTH-2:0],1'b0};	 
	'd9:accum_out		= {1'b0,a_in[DATAPATH_WIDTH-1:1]};	 
	default:accum_out = 'd0;
	endcase
end
endmodule
$ cat ./run.sh
#!/bin/bash
# OpenROAD 26Q1-2900-gdf79404cd8, Yosys 0.63+post, stock flow scripts
make -C /OpenROAD-flow-scripts/flow DESIGN_CONFIG=/design/flow/config.mk WORK_HOME=/design/flow/orfs finish
==> changes_impl.md <==
### Physical design

- Fp_density: 30.7%
- CTS Hold Bufs: 0
- Total grt overflow: 0
- CP Buf/Inv Count: 4
- Largest net degree at the start of global routing: 53
- Overall Power: 350 uW
- Post-CTS Setup Inserts: 0
- Initial antenna violation count: 4
- # DRC: 0
- Dpl ws: 10.74 ns
- Critical path peak fanout: 15
- Post-Syn Area: 13700 um^2
- Gate Area: 12400 um^2
- Power Internal: 127 uW
- CP Class: input port to output port
- Max-cap violations: 0
- Crit-path cells: clkdlybuf4s50_1 -> inv_1 -> ha_1 -> inv_1 -> a21oi_1 -> o31ai_1 -> a221oi_1 -> a21oi_1 -> o41ai_1 -> o2111ai_1 -> nand4b_1 -> or4_1 -> or4_1 -> nand4b_1 -> or4_1 -> nor4_2 -> clkdlybuf4s50_1
- Final number of max-transition violations: 0
- Top cells excl fill/tap: a21oi_1, ha_1, inv_1
- RSZ-0062 raised after global routing: false
- Vias in the first global route: 17500
- Setup TNS: 0 ns
- Crit-path slowest cell: a221oi_1
- FMAX: 53.5 MHz
- Post-synthesis cell count: 2194
- Yosys top cell by area: ha_1
- Lkg Pwr: 6.69 nW
- Synth area leaders: ha_1, a21oi_1, nor2_1
- Area share, top type: 18.9%
- Die H: 216 um
- Drt pass-1 iters: 6
- Peak supply drop: 0.00963 mV
- Sw Pwr: 223 uW
- First-pass GRT wire length: 116000 um
- HP Class: input port to output port
- Final setup margin: 10.52 ns
- Row Count: 77
- YS chip area: 13700 um^2
- Number of cells in Yosys stat: 2194
- Final wirelength: 79800 um
- Cts repair resizes: 0
- Critical path's largest stage delay: 0.78 ns
- Unique cell types: 83
- Tally of OpenROAD warnings: 175
- CP arrival: 12.84 ns
- Crit-path leading delay family: AND-OR/OR-AND gates
- Port Buffers: 197
- Layout area overhead: 19.1%
- Die area: 46400 um^2
- Final setup vio count: 0
- Number of routed nets with antenna violations: 0
- Worst slew pin tran: 1.29 ns
- Pwr Density: 21.5 nW/um^2
- Mapped Avg Cell Area: 6.23 um^2
- Syn. warnings: 1
- Detailed-route vias per instance: 6.45
- Max-slew headroom: 13.4%
- Die x size: 216 um
- Run status: finished clean
- Commonest Layout Cell: a21oi_1
- GR Util All Layers: 33.7%
- Crit end category: output port
- Share of cells above drive strength 1: 4.52%
- Fin crit period: 18.68 ns
- Sequential Area: 0 um^2
- Post-DP HPWL: 62700 um
- Worst path most repeated cell: or4_1
- RD Place Congestion: 1.07
- Wire length per cell: 27.6 um
- Synth Seq Share: 0%
- Fillers: 4836
- Required @ worst endpoint: 23.36 ns
- Vias: 18700
- Flop count: 0
- Sw frac: 63.7%
- Final period util: 64.0%
- Initial DRC Count: 1970
- Core Box Area: 44600 um^2
- Fin. Hold Viols: 0
- Layout clock buffer count: 0
- Critical Path Start Type: input port
- I/O pin count: 197
-- kinds of logic (layout without fill, tap and decap cells) --
| group | after synthesis | count (layout) | synth area share [%] |
|---|---|---|---|
| and+or+nand+nor | 721 | 721 | 25.6 |
| xor gates and xnor gates | 20 | 20 | 1.28 |
| adders and majority gates | 209 | 209 | 19.2 |
| buffers and inverters | 349 | 454 | 9.65 |
| muxes | 16 | 16 | 1.21 |
| other | 0 | 3 | 0 |
| AOI/OAI and AO/OA | 879 | 879 | 43.0 |
-- cells in the mapped netlist (12+ instances only) --
master,instances
o221ai_1,21
o21a_1,16
nand3_1,48
nor4_1,43
a211oi_1,42
o22ai_1,34
a22oi_1,24
o21ai_0,140
buf_1,21
o31ai_1,42
ha_1,207
nor2b_1,29
nand2b_1,20
o21bai_1,24
nand4_1,39
a2111oi_0,13
nand2_1,188
inv_1,202
and3_1,12
a31oi_1,24
clkbuf_1,117
nor3_1,61
mux2i_1,12
nor2_1,203
a21oi_1,249
or3_1,12
a21o_1,22
a221oi_1,45
xnor2_1,19
o211ai_1,35
-- power by group through the flow --
stage	registers [mW]	clock network [mW]	logic (mW)
4_1_cts	0	0	0.340
5_1_grt	0	0	0.372
-- final cells by class --
cell class / instances / share of cell area [%]
Antenna cell: 3 / 0.0461
Inverter: 203 / 4.68
Multi-Input combinational cell: 1845 / 76.2
Tap cell: 592 / 4.55
Timing Repair Buffer: 251 / 14.5
-- worst paths after layout --
check	start	to	slack, ns	cells after the start
max	a_in[16]	zero_out	10.52	17
min	alu_ctrl_in[3]	accum_out[1]	12.55	3
-- metrics by stage --
stage / util, % / area (um^2) / instances / hold WS [ns]
floorplan: - / 13700 / 2194 / 11.76
global placement: 36.5 / 16300 / 2891 / 12.53
detailed placement: 36.5 / 16300 / 2891 / 12.52
CTS: 36.5 / 16300 / 2891 / 12.53
global route: 36.5 / 16300 / 2891 / 12.59
finish: 36.5 / 16300 / 2894 / 12.55
-- metal layers --
layer | vias to the layer above | global-route usage (%) | share of wire [%]
met5 | - | 0 | 0.014
met3 | 276 | 5.13 | 9.6
met4 | 2 | 16.9 | 6.3
li1 | 8439 | - | -
met2 | 1160 | 52.8 | 44
met1 | 8778 | 44.9 | 40
Power figures rest on the tool's default switching activity, not on a simulated workload.
